`/design/flow/run.sh`:
```
#!/bin/bash
# OpenROAD 26Q1-2900-gdf79404cd8, Yosys 0.63+post, stock flow scripts
make -C /OpenROAD-flow-scripts/flow DESIGN_CONFIG=/design/flow/config.mk WORK_HOME=/design/flow/orfs finish
```
`/design/flow/config.mk`:
```
export PLATFORM = sky130hd
export DESIGN_NAME = lfsr
export DESIGN_NICKNAME = lfsr
export VERILOG_FILES = /design/flow/design.v
export SDC_FILE = /design/flow/constraint.sdc
export NUM_CORES = 4
export LEC_CHECK = 1
export CORE_UTILIZATION = 30
```
`/design/flow/constraint.sdc`:
```
current_design lfsr

set clk_period 1.7
set clk_io_pct 0.2

create_clock -name clk0 -period $clk_period [get_ports {clk}]

set non_clock_inputs [all_inputs -no_clocks]
set_input_delay [expr $clk_period * $clk_io_pct] -clock clk0 $non_clock_inputs
set_output_delay [expr $clk_period * $clk_io_pct] -clock clk0 [all_outputs]
```
`/design/flow/design.v`:
```
module lfsr
#(
    parameter N = 120,
    parameter SEED = 1
)
(
    input wire clk, reset, enable,
    output wire [N:0] q
);
reg [N:0] r_reg;
wire [N:0] r_next;
wire feedback_value;
always @(posedge clk, posedge reset)
begin 
	if (reset)
			r_reg <= SEED;
	else if (enable)
		    r_reg <= r_next;
end
generate
case (N)
3:
	assign feedback_value = r_reg[3] ~^ r_reg[2] ~^ r_reg[0];
4:	assign feedback_value = r_reg[4] ~^ r_reg[3] ~^ r_reg[0];
5:   
	assign feedback_value = r_reg[5] ~^ r_reg[3] ~^ r_reg[0];
9:	assign feedback_value = r_reg[9] ~^ r_reg[5] ~^ r_reg[0];
10: assign feedback_value = r_reg[10] ~^ r_reg[7] ~^ r_reg[0];
16: assign feedback_value = r_reg[16] ~^ r_reg[15] ~^ r_reg[13] ~^ r_reg[4] ~^ r_reg[0];
50: assign feedback_value = r_reg[50] ~^ r_reg[49] ~^ r_reg[24] ~^ r_reg[23] ~^ r_reg[0];
100: assign feedback_value = r_reg[100] ~^ r_reg[63] ~^ r_reg[0];
114: assign feedback_value= r_reg[114] ~^ r_reg[113] ~^ r_reg[33] ~^ r_reg[32] ~^ r_reg[0];
120: assign feedback_value = r_reg[120] ~^ r_reg[113] ~^ r_reg[9] ~^ r_reg[2] ~^ r_reg[0];
150: assign feedback_value = r_reg[150] ~^ r_reg[97] ~^ r_reg[0];
300: assign feedback_value = r_reg[7] ~^ r_reg[0];
default: 
	begin
		 initial
			$display("Missing N=%d in the LFSR code, please implement it!", N);
	end
endcase
endgenerate
assign r_next = {feedback_value, r_reg[N:1]};
assign q = r_reg;
endmodule
```
==> results.py <==
# Metrics from the implementation run
metrics = {
    "status": {
        "run_status": "completed",
    },
    "cts": {
        "insertion_delay_ps": 410,
        "cts_max_path_buffers": 2,
        "cts-buffers-inserted": 17,
        "cts_tree": "yes",
        "clkTransAtPathRegs_ps": 60,
        "root_buffer": "clkbuf_16",
        "clock-sinks": 121,
        "htree_num_levels": 4,
        "holdBufCountCts": 0,
    },
    "routing": {
        "drtPass1Iterations": 12,
        "wire_per_inst_um": 13.7,
        "post-route-drc-count": 0,
        "insertedDiodeCount": 0,
        "vias": 2603,
        "drt-initial-drc-count": 66,
        "drt_wl_total_mm": 8.10,
        "antenna_left": 0,
        "vias_per_cell": 4.40,
    },
    "synthesis": {
        "largest_area_cell": "dfrtp_1",
        "syn_avg_cell_area_um2": 17.5,
        "synth_area_um2": 4550,
        "yosysUniqueCellTypes": 10,
        "syn_inst": 260,
        "ys_warn_count": 1,
        "synthTopCellsByCount": "dfrtp_1, mux2_2, buf_6",
        "ys_async_sr_fraction_pct": 100,
        "flop_cell": "dfrtp_1",
        "netlist.area_leader.share_pct": 66.0,
        "edf_count": 0,
        "ys_ff": 121,
        "area_leaders": "dfrtp_1, mux2_2, buf_6, dfstp_2, xnor2_1",
        "ys_seq_share_pct": 66.6,
        "yosys_cells": 260,
        "ys_chip_area_um2": 4550,
    },
    "power": {
        "ir_drop_uv": 548,
        "p_leak_nw": 3.14,
        "powerDensity_nw_per_um2": 1000,
    },
    "worst_setup_path": {
        "slowest_delay_ps": 500,
        "critPathBufInv": 1,
        "crit_family": "buffers and inverters",
        "criticalPathCategory": "reg2out",
        "crit_fanout": 3,
        "cp-end-kind": "output port",
        "path_cells": "clkdlybuf4s50_1",
        "cp-start-kind": "flop",
        "rr_worst_depth": 5,
        "cp.required_ps": 1360,
        "path_depth": 1,
        "critPathArrivalTime_ps": 1270,
        "crit_slowest_cell": "clkdlybuf4s50_1",
    },
    "sta": {
        "rsz0062_at_grt": "no",
        "finalHoldViolations": 0,
        "worst_pin_slew_ps": 343,
        "finalClockSkew_ps": 7.56,
        "slew_headroom_pct": 77.2,
        "fmax_mhz": 620,
        "slew_violations": 0,
        "finalClockPeriodUsage_pct": 94.9,
        "setup-violations-final": 0,
        "finalSetupTns_ps": 0,
        "min_period_ps": 1610,
    },
    "global_route": {
        "antenna_found_initial": 0,
        "grt_start_max_net_pins": 67,
        "track_usage_pct": 11.2,
        "grt_pass1_vias": 2626,
        "grt_overflow": 0,
        "grt_pass1_wl_mm": 13.8,
    },
    "die": {
        "dieWidth_um": 125,
        "pin_count": 124,
        "die_h_um": 125,
        "initCoreUtil_pct": 31.0,
        "num_rows": 44,
        "die_area_um2": 15700,
        "core_um2": 14600,
    },
    "run": {
        "warnings": 26,
        "drv_cap": 0,
    },
    "final_layout": {
        "final_area_um2": 6590,
        "nFillCells": 1268,
        "drive_gt1_share_pct": 39.0,
        "area_delta_synth_final_pct": 44.9,
        "register_area_um2": 3030,
        "combGateArea_um2": 1390,
        "largest_reg_flops": 121,
    },
    "place": {
        "place_congestion": 0.723,
        "hpwl_mm": 5.22,
        "port_buffers": 123,
        "dpl_cell_area_um2": 5990,
    },
    "hold_path": {
        "hp-class": "in2async",
    },
}
==> layer usage <==
| layer | vias to the layer above | wire length, um | share of wire [%] | GRT usage (%) |
|---|---|---|---|---|
| met5 | - | 0 | 0 | 0 |
| met4 | 0 | 174 | 2.1 | 2.15 |
| met3 | 12 | 574 | 7.1 | 3.79 |
| met2 | 82 | 3570 | 44 | 15.7 |
| met1 | 1315 | 3770 | 47 | 17.4 |
| li1 | 1194 | - | - | - |
==> where the power goes <==
part           internal [W]  switching, W  total (W)
Clock               0.00236       0.00117    0.00353
Sequential          0.00288             0    0.00288
Combinational     0.0000664      0.000111   0.000177
Total               0.00531       0.00128    0.00659
==> area by class of cell <==
class / instances / share of cell area (%)
timing repair buffer: 130 / 20.4
clock buffer: 22 / 7.05
inverter: 1 / 0.114
tap: 184 / 3.49
sequential: 121 / 46.0
multi-input combinational: 125 / 21.1
clock inverter: 9 / 1.86
==> repair_timing <==
item | in CTS | in global routing
setup endpoints to repair | 2 | 1
gates resized | 1 | 1
buffers inserted | 2 | 0
==> layout by cell type, fill, tap and decap left out <==
master,netlist,layout
clkbuf_16,0,17
bufinv_16,0,3
xor2_1,1,1
dlygate4sd2_1,0,1
dfstp_2,1,1
xnor2_1,3,3
mux2_2,120,120
dfrtp_1,120,119
clkinvlp_4,0,2
buf_12,0,5
buf_4,1,3
clkbuf_8,0,2
nand2_1,1,1
clkinv_2,0,5
dfrtp_2,0,1
clkbuf_1,0,3
clkdlybuf4s50_1,0,121
==> kinds of logic (layout without fill, tap and decap cells) <==
logic type	Yosys count	in the layout	synth area share [%]
xor+xnor	4	4	0.771
mux	120	120	29.7
simple gates	1	1	0.0825
flops	121	121	66.6
buf+inv	14	162	2.81
==> final timing paths <==
kind	start	endpoint	slack, ps
max reg2reg	r_reg[0]	r_reg[120]	450
min in group clk0	enable	r_reg[33]	400
max	r_reg[58]	q[58]	90
min reg2reg	r_reg[120]	r_reg[120]	500
max in group asynchronous	reset	r_reg[0]	960
min	reset	r_reg[36]	400
==> through the flow <==
stage | util, % | hold slack [ps] | power (W) | setup slack [ps] | std cells
floorplan | - | 439 | 0.00308 | -123 | 260
CTS | 45.0 | 384 | 0.00671 | 9.79 | 592
global placement | 40.9 | 483 | 0.00312 | 360 | 559
global route | 45.0 | 394 | 0.00685 | 11.5 | 592
finish | 45.0 | 398 | 0.00659 | 86.8 | 592
detailed placement | 40.9 | 489 | 0.00312 | 337 | 559
Power and IR drop assume default switching activity.
